<file path="./design.v">
package SLC3_2;
	parameter op_ADD = 4'b0001;  
	parameter op_AND = 4'b0101;
	parameter op_NOT = 4'b1001;
	parameter op_BR  = 4'b0000;
	parameter op_JMP = 4'b1100;
	parameter op_JSR = 4'b0100;
	parameter op_LDR = 4'b0110;
	parameter op_STR = 4'b0111;
	parameter op_PSE = 4'b1101;
	parameter NO_OP = 15'b0;  
	parameter R0 = 3'b000;  
	parameter R1 = 3'b001;
	parameter R2 = 3'b010;
	parameter R3 = 3'b011;
	parameter R4 = 3'b100;
	parameter R5 = 3'b101;
	parameter R6 = 3'b110;
	parameter R7 = 3'b111;
	parameter p	= 3'b001;  
	parameter z	= 3'b010;
	parameter zp  = 3'b011;
	parameter n	= 3'b100;
	parameter np  = 3'b101;
	parameter nz  = 3'b110;
	parameter nzp = 3'b111;
	parameter outHEX = -1;
	parameter inSW = -1;
	function [15: 0] opCLR ( input [2:0] DR );
		opCLR[15:12] = op_AND;
		opCLR[11: 9] = DR;
		opCLR[ 8: 6] = DR;
		opCLR[ 5   ] = 1'b1;
		opCLR[ 4: 0] = 5'b0;
	endfunction
	function [15: 0] opAND ( input [2:0] DR, SR1, SR2 );
		opAND[15:12] = op_AND;
		opAND[11: 9] = DR;
		opAND[ 8: 6] = SR1;
		opAND[ 5: 3] = 3'b0;
		opAND[ 2: 0] = SR2;
	endfunction
	function [15: 0] opANDi ( input [2:0] DR, SR, integer imm5 );
		opANDi[15:12] = op_AND;
		opANDi[11: 9] = DR;
		opANDi[ 8: 6] = SR;
		opANDi[ 5   ] = 1'b1;
		opANDi[ 4: 0] = imm5[4:0];
	endfunction
	function [15: 0] opADD ( input [2:0] DR, SR1, SR2 );
		opADD[15:12] = op_ADD;
		opADD[11: 9] = DR;
		opADD[ 8: 6] = SR1;
		opADD[ 5: 3] = 3'b0;
		opADD[ 2: 0] = SR2;
	endfunction
	function [15: 0] opADDi ( input [2:0] DR, SR, integer imm5 );
		opADDi[15:12] = op_ADD;
		opADDi[11: 9] = DR;
		opADDi[ 8: 6] = SR;
		opADDi[ 5   ] = 1'b1;
		opADDi[ 4: 0] = imm5[4:0];
	endfunction
	function [15: 0] opINC ( input [2:0] DR );
		opINC[15:12] = op_ADD;
		opINC[11: 9] = DR;
		opINC[ 8: 6] = DR;
		opINC[ 5   ] = 1'b1;
		opINC[ 4: 0] = 1;
	endfunction
	function [15: 0] opDEC ( input [2:0] DR );
		opDEC[15:12] = op_ADD;
		opDEC[11: 9] = DR;
		opDEC[ 8: 6] = DR;
		opDEC[ 5   ] = 1'b1;
		opDEC[ 4: 0] = -1;
	endfunction
	function [15: 0] opNOT ( input [2:0] DR, SR );
		opNOT[15:12] = op_NOT;
		opNOT[11: 9] = DR;
		opNOT[ 8: 6] = SR;
		opNOT[ 5: 0] = 5'b1;
	endfunction
	function [15: 0] opBR ( input [2:0] condition, integer PCoffset9 );
		opBR[15:12] = op_BR;
		opBR[11: 9] = condition;
		opBR[ 8: 0] = PCoffset9[8:0];
	endfunction
	function [15: 0] opJMP ( input [2:0] BaseR );
		opJMP[15:12] = op_JMP;
		opJMP[11: 9] = 3'b0;
		opJMP[ 8: 6] = BaseR;
		opJMP[ 5: 0] = 6'b0;
	endfunction
	function [15: 0] opRET ( );
		opRET[15:12] = op_JMP;
		opRET[11: 9] = 3'b0;
		opRET[ 8: 6] = R7;
		opRET[ 5: 0] = 6'b0;
	endfunction
	function [15: 0] opJSR ( input integer PCoffset11 );
		opJSR[15:12] = op_JSR;
		opJSR[11   ] = 1'b1;
		opJSR[10: 0] = PCoffset11[10:0];
	endfunction
	function [15: 0] opLDR ( input [2:0] DR, BaseR, integer offset6 );
		opLDR[15:12] = op_LDR;
		opLDR[11: 9] = DR;
		opLDR[ 8: 6] = BaseR;
		opLDR[ 5: 0] = offset6[5:0];
	endfunction
	function [15: 0] opSTR ( input [2:0] SR, BaseR, integer offset6 );
		opSTR[15:12] = op_STR;
		opSTR[11: 9] = SR;
		opSTR[ 8: 6] = BaseR;
		opSTR[ 5: 0] = offset6[5:0];
	endfunction
	function [15: 0] opPSE ( input [11:0] ledVect12 );
		opPSE[15:12] = op_PSE;
		opPSE[11: 0] = ledVect12;
	endfunction
endpackage
module addroundkey (
    input  logic   [1407:0] KeySchedule,
    input  logic   [127:0] currState,
    input  integer roundnumber,
    output logic   [127:0] newState);
    logic [127:0] ck, k0, k1, k2, k3, k4, k5, k6, k7, k8, k9, roundkey;
    always_comb
    begin
        ck = KeySchedule[1407:1280];
        k0 = KeySchedule[1279:1152];
        k1 = KeySchedule[1151:1024];
        k2 = KeySchedule[1023:896];
        k3 = KeySchedule[895:768];
        k4 = KeySchedule[767:640];
        k5 = KeySchedule[639:512];
        k6 = KeySchedule[511:384];
        k7 = KeySchedule[383:256];
        k8 = KeySchedule[255:128];
        k9 = KeySchedule[127:0];
        newState = currState^roundkey;
    end
    mux11 roundkeymux (.ck, .k0, .k1, .k2, .k3, .k4, .k5, .k6, .k7, .k8, .k9, .s(roundnumber), .o(roundkey));
endmodule
module mux11 (
    input  logic   [127:0] ck, k0, k1, k2, k3, k4, k5, k6, k7, k8, k9,
    input  integer s,
    output logic   [127:0] o);
    always_comb
    begin
        unique case (s)
            0:
                o = ck;
            1:
                o = k0;
            2:
                o = k1;
            3:
                o = k2;
            4:
                o = k3;
            5:
                o = k4;
            6:
                o = k5;
            7:
                o = k6;
            8:
                o = k7;
            9:
                o = k8;
            10:
                o = k9;
        endcase
    end
endmodule
</file>
<file path="./run.sh">
#!/bin/bash
# OpenROAD 26Q1-2900-gdf79404cd8, Yosys 0.63+post, stock flow scripts
make -C /OpenROAD-flow-scripts/flow DESIGN_CONFIG=/design/flow/config.mk WORK_HOME=/design/flow/orfs finish
</file>
<file path="./config.mk">
export PLATFORM = sky130hd
export DESIGN_NAME = addroundkey
export DESIGN_NICKNAME = addroundkey
export VERILOG_FILES = /design/flow/design.v
export SDC_FILE = /design/flow/constraint.sdc
export NUM_CORES = 4
export LEC_CHECK = 1
export CORE_AREA = 10 10 646 646
export DIE_AREA = 0 0 656 656
</file>
<file path="./constraint.sdc">
current_design addroundkey

set clk_period 31.6
set clk_io_pct 0.2

create_clock -name clk0 -period $clk_period

set non_clock_inputs [all_inputs -no_clocks]
set_input_delay [expr $clk_period * $clk_io_pct] -clock clk0 $non_clock_inputs
set_output_delay [expr $clk_period * $clk_io_pct] -clock clk0 [all_outputs]
</file>
==> results.sh <==
# physical design summary
export IMPL_outcome="finished, violations left"
export IMPL_failed_checks="capacitance limit, slew limit"
export IMPL_combPwrFrac=1.000
export IMPL_yosysCellCount=1423
export IMPL_hold_path_class="in2out"
export IMPL_period_needed_ns=18.05
export IMPL_finalMaxSlewViolations=1
export IMPL_row_count=233
export IMPL_required_ns=25.28
export IMPL_ioPinCount=1696
export IMPL_synth_cells=1423
export IMPL_ctsHoldBuffers=0
export IMPL_dr_first_iter_drc_count=2775
export IMPL_slew_headroom=-0.008350
export IMPL_rsz0062_at_grt="no"
export IMPL_warnings=33
export IMPL_numPortBuffers=1696
export IMPL_grt_pass1_vias=22200
export IMPL_drcViolationCount=0
export IMPL_synth_seq_share=0
export IMPL_drt_pass1_iterations=9
export IMPL_worst_setup_path_type="in2out"
export IMPL_fp_util=0.02397
export IMPL_vdd_drop_max_v=0.000005357
export IMPL_totalWireLength_mm=437.4
export IMPL_wl_per_cell_um=50.60
export IMPL_register_area_um2=0
export IMPL_netlist_area_mm2=0.009656
export IMPL_layout_top_cells="clkdlybuf4s50_1 (1696), a22oi_1 (494), nand2_1 (180), xnor2_1 (128), o22ai_1 (119)"
export IMPL_fin_crit_sh=0.5713
export IMPL_die_area_mm2=0.4303
export IMPL_start_kind="primary input"
export IMPL_netSwitchingFraction=0.3294
export IMPL_fin_tns_setup_ns=0
export IMPL_p_sw_mw=0.1055
export IMPL_lay_top_count="clkdlybuf4s50_1"
export IMPL_fp_dieH_um=656
export IMPL_grt_total_usage=0.1971
export IMPL_p_int_mw=0.2149
export IMPL_hold_viol_final=0
export IMPL_ant_nets=0
export IMPL_setup_violations=0
export IMPL_syn_area_per_cell_um2=6.785
export IMPL_antenna_found_initial=743
export IMPL_maxCapViolCount=1
export IMPL_grt_pass1_wl_mm=488.3
export IMPL_pwr_share_seq=0
export IMPL_yosys_warnings=2
export IMPL_place_congestion=0.9495
export IMPL_vias_per_cell=2.931
export IMPL_num_clock_buffers=0
export IMPL_clkPwrFrac=0
export IMPL_post_cts_buffers=0
export IMPL_flops=0
export IMPL_cts_resized=0
export IMPL_routed_via_count=25340
export IMPL_yosys_area_mm2=0.009656
export IMPL_grt_max_degree=55
export IMPL_end_kind="output pin"
export IMPL_clock_fmax_ghz=0.05539
export IMPL_core_mm2=0.4029
export IMPL_cp_arrival_ns=11.73
export IMPL_p_per_area_mw_per_mm2=9.477
export IMPL_leakagePower_nw=9.339
export IMPL_critical_path_max_fanout=54
export IMPL_ys_types=29
export IMPL_dp_hpwl_mm=408.8
export IMPL_synthToLayoutAreaGrowth_pct=250.1
export IMPL_utilization=0.08391
export IMPL_worstMarginPinSlew_ns=1.513
export IMPL_grt_ovfl_total=0
export IMPL_die_w_um=656
export IMPL_drive_gt1_frac=0.03355
## cell families (layout without fill, tap and decap cells)
family                    after synthesis  count (layout)  share of synthesized area
other                                   0             230                          0
buffers and inverters                 181            1768                    0.09395
AOI/OAI and AO/OA                     849             849                     0.6601
xor gates and xnor gates              128             128                     0.1161
and+or+nand+nor                       265             265                     0.1298
## worst paths after layout
kind / startpoint / endpoint / depth (start not counted)
worst max-delay path: roundnumber[5] / newState[109] / 12
worst min-delay path: currState[7] / newState[7] / 3
## routing by layer
layer  part of all wire  global-route usage  vias up
met3               0.13              0.1130     1204
met2               0.47              0.3325     2917
met4              0.033             0.03193      340
li1                   -                   -     9493
met5             0.0052                   0        -
met1               0.37              0.2183    11380
## power groups by stage
stage / Clock, mW / Sequential [mW] / Combinational [mW]
CTS: 0 / 0 / 0.324
global route: 0.000000573 / 0 / 0.334
finish: 0.000000948 / 0 / 0.320
## metrics by stage
stage	setup slack, ns	area [um2]	instances	hold slack, ns	power, mW
after floorplan	17.43	9656	1423	12.67	0.02563
after global placement	13.42	33130	8411	13.58	0.3205
after detailed placement	13.43	33220	8415	13.58	0.3216
after CTS	13.39	33220	8415	13.59	0.3244
after global routing	13.33	33540	8540	13.60	0.3339
final	13.55	33810	8645	13.58	0.3204
## synth_stat cells (all sizes together)
cell | count | area share
nand3 | 55 | 0.029
nor4 | 7 | 0.012
nor3 | 8 | 0.0078
nand2 | 181 | 0.070
a22oi | 494 | 0.38
nand4b | 1 | 0.00091
buf | 134 | 0.075
clkbuf | 47 | 0.019
and3 | 2 | 0.0013
o2111ai | 79 | 0.072
xnor2 | 128 | 0.12
a21oi | 49 | 0.025
nor4b | 1 | 0.00091
o22ai | 128 | 0.083
a22o | 49 | 0.044
a222oi | 49 | 0.051
nor2 | 3 | 0.0012
nor2b | 3 | 0.0019
a21o | 1 | 0.00078
and4 | 1 | 0.00091
nand4 | 2 | 0.0029
and3b | 1 | 0.00091
## worst max-delay path, stage by stage
cell and delay, ns:
clkdlybuf4s50_1 0.40, nor4_1 0.55, nand3_1 0.47, nor3_4 0.26
buf_4 0.54, buf_4 0.43, buf_12 0.30, a22oi_1 0.54
nand2_1 0.25, o22ai_1 0.35, xnor2_1 0.43, clkdlybuf4s50_1 0.54
## layout make-up
cell class                 instances  area [um2]
tap                             5405        6763
antenna                          230       575.6
fill                           47170      369100
multi-input combinational       1242        8896
timing repair buffer            1768       17570
No activity file was given, so power comes from the tool's default toggle rates.
