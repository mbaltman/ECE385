## flow/run.sh

```bash
#!/bin/bash
# OpenROAD 26Q1-2900-gdf79404cd8, Yosys 0.63+post, stock flow scripts
make -C /OpenROAD-flow-scripts/flow DESIGN_CONFIG=/design/flow/config.mk WORK_HOME=/design/flow/orfs finish
```

## flow/config.mk

```make
export PLATFORM = sky130hd
export DESIGN_NAME = savedblocks
export DESIGN_NICKNAME = savedblocks
export VERILOG_FILES = /design/flow/design.v
export SDC_FILE = /design/flow/constraint.sdc
export NUM_CORES = 4
export LEC_CHECK = 1
export CORE_UTILIZATION = 50
```

## flow/constraint.sdc

```tcl
current_design savedblocks

set clk_period 39.7
set clk_io_pct 0.2

create_clock -name clk0 -period $clk_period [get_ports {clk}]

set non_clock_inputs [all_inputs -no_clocks]
set_input_delay [expr $clk_period * $clk_io_pct] -clock clk0 $non_clock_inputs
set_output_delay [expr $clk_period * $clk_io_pct] -clock clk0 [all_outputs]
```

## flow/design.v

```verilog
package SLC3_2;
	parameter op_ADD = 4'b0001;  
	parameter op_AND = 4'b0101;
	parameter op_NOT = 4'b1001;
	parameter op_BR  = 4'b0000;
	parameter op_JMP = 4'b1100;
	parameter op_JSR = 4'b0100;
	parameter op_LDR = 4'b0110;
	parameter op_STR = 4'b0111;
	parameter op_PSE = 4'b1101;
	parameter NO_OP = 15'b0;  
	parameter R0 = 3'b000;  
	parameter R1 = 3'b001;
	parameter R2 = 3'b010;
	parameter R3 = 3'b011;
	parameter R4 = 3'b100;
	parameter R5 = 3'b101;
	parameter R6 = 3'b110;
	parameter R7 = 3'b111;
	parameter p	= 3'b001;  
	parameter z	= 3'b010;
	parameter zp  = 3'b011;
	parameter n	= 3'b100;
	parameter np  = 3'b101;
	parameter nz  = 3'b110;
	parameter nzp = 3'b111;
	parameter outHEX = -1;
	parameter inSW = -1;
	function [15: 0] opCLR ( input [2:0] DR );
		opCLR[15:12] = op_AND;
		opCLR[11: 9] = DR;
		opCLR[ 8: 6] = DR;
		opCLR[ 5   ] = 1'b1;
		opCLR[ 4: 0] = 5'b0;
	endfunction
	function [15: 0] opAND ( input [2:0] DR, SR1, SR2 );
		opAND[15:12] = op_AND;
		opAND[11: 9] = DR;
		opAND[ 8: 6] = SR1;
		opAND[ 5: 3] = 3'b0;
		opAND[ 2: 0] = SR2;
	endfunction
	function [15: 0] opANDi ( input [2:0] DR, SR, integer imm5 );
		opANDi[15:12] = op_AND;
		opANDi[11: 9] = DR;
		opANDi[ 8: 6] = SR;
		opANDi[ 5   ] = 1'b1;
		opANDi[ 4: 0] = imm5[4:0];
	endfunction
	function [15: 0] opADD ( input [2:0] DR, SR1, SR2 );
		opADD[15:12] = op_ADD;
		opADD[11: 9] = DR;
		opADD[ 8: 6] = SR1;
		opADD[ 5: 3] = 3'b0;
		opADD[ 2: 0] = SR2;
	endfunction
	function [15: 0] opADDi ( input [2:0] DR, SR, integer imm5 );
		opADDi[15:12] = op_ADD;
		opADDi[11: 9] = DR;
		opADDi[ 8: 6] = SR;
		opADDi[ 5   ] = 1'b1;
		opADDi[ 4: 0] = imm5[4:0];
	endfunction
	function [15: 0] opINC ( input [2:0] DR );
		opINC[15:12] = op_ADD;
		opINC[11: 9] = DR;
		opINC[ 8: 6] = DR;
		opINC[ 5   ] = 1'b1;
		opINC[ 4: 0] = 1;
	endfunction
	function [15: 0] opDEC ( input [2:0] DR );
		opDEC[15:12] = op_ADD;
		opDEC[11: 9] = DR;
		opDEC[ 8: 6] = DR;
		opDEC[ 5   ] = 1'b1;
		opDEC[ 4: 0] = -1;
	endfunction
	function [15: 0] opNOT ( input [2:0] DR, SR );
		opNOT[15:12] = op_NOT;
		opNOT[11: 9] = DR;
		opNOT[ 8: 6] = SR;
		opNOT[ 5: 0] = 5'b1;
	endfunction
	function [15: 0] opBR ( input [2:0] condition, integer PCoffset9 );
		opBR[15:12] = op_BR;
		opBR[11: 9] = condition;
		opBR[ 8: 0] = PCoffset9[8:0];
	endfunction
	function [15: 0] opJMP ( input [2:0] BaseR );
		opJMP[15:12] = op_JMP;
		opJMP[11: 9] = 3'b0;
		opJMP[ 8: 6] = BaseR;
		opJMP[ 5: 0] = 6'b0;
	endfunction
	function [15: 0] opRET ( );
		opRET[15:12] = op_JMP;
		opRET[11: 9] = 3'b0;
		opRET[ 8: 6] = R7;
		opRET[ 5: 0] = 6'b0;
	endfunction
	function [15: 0] opJSR ( input integer PCoffset11 );
		opJSR[15:12] = op_JSR;
		opJSR[11   ] = 1'b1;
		opJSR[10: 0] = PCoffset11[10:0];
	endfunction
	function [15: 0] opLDR ( input [2:0] DR, BaseR, integer offset6 );
		opLDR[15:12] = op_LDR;
		opLDR[11: 9] = DR;
		opLDR[ 8: 6] = BaseR;
		opLDR[ 5: 0] = offset6[5:0];
	endfunction
	function [15: 0] opSTR ( input [2:0] SR, BaseR, integer offset6 );
		opSTR[15:12] = op_STR;
		opSTR[11: 9] = SR;
		opSTR[ 8: 6] = BaseR;
		opSTR[ 5: 0] = offset6[5:0];
	endfunction
	function [15: 0] opPSE ( input [11:0] ledVect12 );
		opPSE[15:12] = op_PSE;
		opPSE[11: 0] = ledVect12;
	endfunction
endpackage
module savedblocks
(
    input  logic          clk, reset,
    input  logic [9:0]    Block_X_Pos,
                          Block_Y_Pos,
    input  logic [15:0]   inputstream,
    input  logic          saveenable,
    output logic [239:0]  state_output,
    output logic [9:0]    score,
    output logic [3:0]    score_thousand,
                          score_hundred,
                          score_dec,
                          score_one
);
    logic [9:0]   count;
    logic [239:0] state_update;
    logic [7:0]   topright_x, topleft_y, i, j;
    logic [7:0]   baseindex;
    always_comb
    begin
        topright_x = (Block_X_Pos - 10'd20) / 10'd20;
        topleft_y = Block_Y_Pos / 10'd20;  
        baseindex = topleft_y * 8'd10;
        score_thousand = score / 10'd1000;
        score_hundred = (score%10'd1000) / 10'd100;
        score_dec = (score%10'd100) / 10'd10;
        score_one = score%10'd10;
    end
    always_ff @ (posedge clk)
    begin
        if (reset)
        begin
            score <= 13'd0;
            for (i = 8'd0; i < 8'd240; i = i + 8'd1)
            begin
                state_output[i] <= 1'b0;
            end
        end
        else if (saveenable)
        begin
            if (inputstream[0])
                state_output[baseindex + topright_x - 8'd3] <= inputstream[0];
            if (inputstream[1])
                state_output[baseindex + topright_x - 8'd2] <= inputstream[1];
            if (inputstream[2])
                state_output[baseindex + topright_x - 8'd1] <= inputstream[2];
            if (inputstream[3])
                state_output[baseindex + topright_x - 8'd0] <= inputstream[3];
            if (inputstream[4])
                state_output[baseindex + 8'd10 + topright_x - 8'd3] <= inputstream[4];
            if (inputstream[5])
                state_output[baseindex + 8'd10 + topright_x - 8'd2] <= inputstream[5];
            if (inputstream[6])
                state_output[baseindex + 8'd10 + topright_x - 8'd1] <= inputstream[6];
            if (inputstream[7])
                state_output[baseindex + 8'd10 + topright_x - 8'd0] <= inputstream[7];
            if (inputstream[8])
                state_output[baseindex + 8'd20 + topright_x - 8'd3] <= inputstream[8];
            if (inputstream[9])
                state_output[baseindex + 8'd20 + topright_x - 8'd2] <= inputstream[9];
            if (inputstream[10])
                state_output[baseindex + 8'd20 + topright_x - 8'd1] <= inputstream[10];
            if (inputstream[11])
                state_output[baseindex + 8'd20 + topright_x - 8'd0] <= inputstream[11];
            if (inputstream[12])
                state_output[baseindex + 8'd30 + topright_x - 8'd3] <= inputstream[12];
            if (inputstream[13])
                state_output[baseindex + 8'd30 + topright_x - 8'd2] <= inputstream[13];
            if (inputstream[14])
                state_output[baseindex + 8'd30 + topright_x - 8'd1] <= inputstream[14];
            if (inputstream[15])
                state_output[baseindex + 8'd30 + topright_x - 8'd0] <= inputstream[15];
        end
        else
        begin
            count = 10'd0;
            for (i = 8'd0; i < 8'd240; i = i + 8'd10)
            begin
                if (state_output[i +: 8'd10] == 10'b1111111111)
                begin
                    state_output[i +: 8'd10] = 10'd0;
                    count = count + 10'd1;
                end
                if (state_output[i +: 8'd10] == 10'b0 && i > 8'd0)
                begin
                    if (state_output[i - 8'd10 +: 8'd10] != 10'b0)
                    begin
                        state_output[i +: 8'd10] = state_output[(i - 8'd10) +: 8'd10];
                        state_output[i - 8'd10 +: 8'd10] = 10'b0;
                    end
                end
            end
            score <= score + count;
        end
    end
endmodule
```

==> Changelog: implementation <==
## Implementation

* Dpl cells at 14290
* Post-Syn Instances at 12109
* Synth Seq Share at 0.06913
* IO Pins at 305
* FP Rows at 139
* Die Ht at 382.5 um
* Fp util at 0.5040
* Tot GR Track Use at 1.171
* HPWL Detailed at 640100 um
* Synth top cell by count: nand2_1
* Status: aborted with a tool error
* Err: [ERROR GRT-0116] Global routing finished with congestion. Check the congestion regions in the DRC Viewer.
* Vias in the first global route at 137897
* CTS buffer count at 28
* IO Port Bufs at 297
* Top-area cell share at 0.09648
* Chip area in the Yosys report at 72400 um^2
* Post-synth regs at 250
* Fail Step: 5_1_grt
* Cell Area, Synth at 72400 um^2
* Pin count of the biggest net entering global routing at 106
* Cell area after placement at 81840 um^2
* CTS Root Cell: clkbuf_16
* CTS H-tree lvls at 1
* Library cells used by synthesis at 111
* Area leader, netlist: nand2_1
* First-pass GRT wire length at 1177000 um
* CTS max path bufs at 3
* RD Place Congestion at 2.044
* Die x size at 382.5 um
* Syn_area_per_cell at 5.979 um^2
* Post-CTS resize count at 0
* Clk sinks at 250
* # hold bufs at CTS at 0
* Dominant flop cell: dfxtp_1
* Ys async rst share at 0
* Post-CTS setup buffers at 0
* Synth Warn # at 9
* Top cells by count: nand2_1, nor2_1, o21ai_0
* Cell count in the Yosys report at 12109
* EDFF count, synth at 0
* GRT Residual Overflow at 26096
* Synth area leaders: nand2_1, nor2_1, o21ai_0
## cell families after synthesis
kind of cell               synth area share
DFF                                 0.06913
AOI/OAI and AO/OA                    0.5123
xor gates and xnor gates            0.04575
adders and majority gates           0.01873
and+or+nand+nor                      0.2869
other                            0.00005180
muxes                              0.007604
buffers and inverters               0.05947
## metal layers
metal / GRT overflow / global-route usage
met3: 3733 / 1.052
met1: 6107 / 1.107
met2: 12852 / 1.389
met4: 3017 / 1.101
met5: 387 / 0.9540
## metrics by stage
| step | utilization | worst slack (ps) | hold slack (ps) |
|---|---|---|---|
| 2_1_floorplan | - | 24290 | 455.9 |
| 3_3_place_gp | 0.5697 | 20640 | 486.4 |
| 3_5_place_dp | 0.5697 | 20520 | 480.0 |
| 4_1_cts | 0.5760 | 21150 | 492.3 |
